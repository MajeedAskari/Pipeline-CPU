## config.mk

```make
export PLATFORM = sky130hd
export DESIGN_NAME = RegFile
export DESIGN_NICKNAME = RegFile
export VERILOG_FILES = /design/flow/design.v
export SDC_FILE = /design/flow/constraint.sdc
export NUM_CORES = 4
export LEC_CHECK = 1
export CORE_UTILIZATION = 40
```

## constraint.sdc

```tcl
current_design RegFile

set clk_period 6.0
set clk_io_pct 0.2

create_clock -name clk0 -period $clk_period [get_ports {clk}]

set non_clock_inputs [all_inputs -no_clocks]
set_input_delay [expr $clk_period * $clk_io_pct] -clock clk0 $non_clock_inputs
set_output_delay [expr $clk_period * $clk_io_pct] -clock clk0 [all_outputs]
```

## design.v

```verilog
module RegFile (clk, readreg1, readreg2, writereg, writedata, RegWrite, readdata1, readdata2);
  input [4:0] readreg1, readreg2, writereg;
  input [31:0] writedata;
  input clk, RegWrite;
  output [31:0] readdata1, readdata2;
  reg [31:0] regfile [31:0];
  initial
	regfile[0]=0;
  always @(posedge clk)
  begin
    regfile[0]=0;
		  	if (RegWrite) 
	 				regfile[writereg] <= writedata;
  end
  assign readdata1 = regfile[readreg1];
  assign readdata2 = regfile[readreg2];
endmodule
```

## run.sh

```bash
#!/bin/bash
# OpenROAD 26Q1-2900-gdf79404cd8, Yosys 0.63+post, stock flow scripts
make -C /OpenROAD-flow-scripts/flow DESIGN_CONFIG=/design/flow/config.mk WORK_HOME=/design/flow/orfs finish
```

==> deck_impl_summary.md <==
Synthesis and Place & Route Summary

Outcome
  – Status: finished, final reports clean

Global route
  – GR Util All Layers: 26.5%
  – Antenna violations before repair: 11
  – Pin count of the biggest net entering global routing: 81
  – Grt met1 use: 34.5%
  – Grt peak-use layer: met2
  – M3 GR Usage: 16.6%
  – GRT met2 Usage: 38.4%
  – Vias in the first global route: 32070
  – First-pass GRT wire length: 217000 um
  – Remaining Overflow, GRT: 0

Yosys
  – Top cells, area: edfxtp_1 (61%), mux2i_1 (21%), a22oi_1 (3.0%)
  – Post-Synth Simple-Gate Area: 5.14%
  – Number of flops mapped to enable cells by yosys: 992
  – Post-synth top area share: 61.2%
  – Gate Count Post-Synth: 3421
  – Post-Syn Area: 0.0487 mm^2
  – Synthesized registers: 1024
  – Mux area share: 21.1%
  – Register area share after synthesis: 62.5%
  – Syn Area/Cell: 14.2 um^2
  – Synth Flop Type: edfxtp_1
  – Synth unique cells: 27
  – Post-synth top area cell: edfxtp_1
  – Yosys adder share: 0%
  – Aoi share: 8.06%
  – Yosys stat area: 0.0487 mm^2
  – Main logic family: multiplexers
  – Synth Area in XOR/XNOR: 0%
  – # Cells Yosys: 3421
  – Synth warn: 1
  – FFs w/ async S/R, synth: 0%

Placed design
  – Area after DPL: 0.0525 mm^2
  – Port buffer count: 112
  – Routability cong.: 0.885
  – Post-DP HPWL: 86800 um

Clocking
  – Post-CTS Setup Inserts: 0
  – Clk slew on worst S/H paths: 60 ps
  – CTS tree: built
  – Post-cts sizing count: 0
  – CTS Hold Bufs: 0
  – Num CTS Buffers: 104
  – Clk sinks: 1024
  – Clock tree buffer depth: 3
  – Clock root cell: clkbuf_16
  – Htree depth: 3

Routing
  – DRT antenna net count: 0
  – DRC: 0
  – WL/cell: 28.9 um
  – DR vias/cell: 5.91
  – Initial drt markers: 2012
  – DR pass1 iterations: 5
  – Final wirelength: 152000 um
  – Routed vias: 31076

Critical path
  – CP max FO: 38
  – Crit path required time: 4800 ps
  – Crit path launch type: input port
  – Setup crit end kind: output pin
  – Critical path class: in -> out
  – Crit path DAT: 4260 ps

STA
  – Slew margin rel.: 35.0%
  – Final setup viols: 0
  – Fin crit share: 91.1%
  – Final setup TNS: 0 ps
  – Final Hold Fails: 0
  – Max-slew violation count: 0
  – Fmax: 183 MHz
  – Post-layout min period: 5460 ps
  – Worst slew pin tran: 972 ps
  – RSZ-0062 raised after global routing: no

Floorplanning
  – Die area: 0.123 mm^2
  – # IOs: 113
  – Num rows: 127
  – FP Util: 40.4%
  – Die Width: 351 um
  – Core box area: 0.120 mm^2
  – Die H: 351 um

Cells and area
  – Area Growth Syn to Fin: 15.0%
  – Final instance area: 0.0559 mm^2
  – Max reg flops: 1024
  – Most frequent logic cell in the layout: mux2i_1
  – Reg with most FFs: regfile
  – Layout cells sized above 1: 10.6%
  – Top Registers: regfile: 1024 flops
  – Most frequent cells in the layout: mux2i_1 (1024), edfxtp_1 (992), nand3_1 (194)

Hold path
  – Min-Delay Path Class: in -> reg

Power and ir drop
  – Maximum vdd drop: 0.000204 V
  – Static leakage: 0.0206 uW
  – Pwr Density: 287 mW/mm^2

Job
  – OpenROAD warning count: 26
  – Max cap viols: 0
[final timing paths]
check | start | end | slack (ps) | depth (start not counted)
worst min-delay path | writedata[14] | regfile[15][14] | 1340 | 2
worst max-delay path | readreg2[2] | readdata2[13] | 540 | 8
[cells by family (layout without fill, tap and decap cells)]
logic type             after synthesis  in the layout
AND-OR/OR-AND                      576            576
flip-flops                        1024           1024
multiplexers                      1024           1024
buffers and inverters              256            477
other                                0              3
AND/OR/NAND/NOR                    541            541
[critical path: stages]
cell,delay (ps)
clkdlybuf4s50_1,630
and2_4,680
buf_12,360
a22o_1,190
nor3_1,50
a31oi_1,320
nand3_1,320
clkdlybuf4s50_1,490
[layout make-up]
type	instances	area, um^2
multi-input combinational	2141	17000
clock inverter	52	529
fill	10282	64400
sequential	1024	30400
clock buffer	143	2940
tap	1612	2020
timing repair buffer	282	3030
antenna	3	7.51
[layer usage]
layer	wire [um]	up-vias
li1	-	13727
met1	56700	15347
met2	68200	1712
met3	22100	272
met4	4670	18
met5	149	-
[metrics by stage]
| step | std cells | worst slack [ps] | hold WS (ps) | power (uW) | util, % |
|---|---|---|---|---|---|
| 6_report | 5257 | 536 | 1340 | 16100 | 46.5 |
| 3_5_place_dp | 5059 | 619 | 2030 | 9600 | 43.6 |
| 3_3_place_gp | 5059 | 690 | 2030 | 9600 | 43.6 |
| 2_1_floorplan | 3421 | 2480 | 1300 | 8930 | - |
| 5_1_grt | 5256 | 464 | 1340 | 16500 | 46.5 |
| 4_1_cts | 5254 | 601 | 1290 | 16100 | 46.5 |
[synth_stat cells (2+ instances only)]
cell,count
mux2i_1,1024
edfxtp_1,992
nand2_1,195
nand3_1,194
a21oi_1,192
a22oi_1,192
a22o_1,128
clkbuf_1,80
buf_2,66
a31oi_1,64
nor3_1,64
buf_4,57
buf_6,37
and2_1,34
nor2_1,34
dfxtp_1,32
buf_1,11
nand3b_1,5
clkbuf_4,4
nand2b_1,4
nor2b_1,4
or2_2,2
or3b_2,2
[where the power goes]
part           switching (uW)  internal (uW)  leakage (uW)
registers                33.2           7920       0.00919
logic                     919            589       0.00968
clock network            2740           3850       0.00170
Power figures rest on the tool's default switching activity, not on a simulated workload.
