==> flow/design.v <==
module ifidReg(input NOP, enable, clk, input [31:0] inst, input [31:0] pc4in, output reg [31:0] instout, output reg [31:0] pc4out);
initial begin
	instout = 32'hff000000;
end
always@(posedge clk) begin
	if (NOP == 1)
	begin
		instout = 32'hff000000;
	end
	else if(enable == 1'b1 && NOP == 1'b0)
		begin
			instout = inst;
			pc4out = pc4in;	
		end
end	 
endmodule					
module idexReg(input NOP,
  input clk, input [31:0] inst, input [31:0] pc4in, input [31:0] rd1, input [31:0] rd2, input [31:0] se1, input [27:0] sl1,
  output reg [31:0] instout, output reg [31:0] pc4out, output reg [31:0] rd1out, output reg [31:0] rd2out, output reg [31:0] se1out,
  output reg [27:0] sl1out
  );
initial begin
  instout = 32'hff000000;
end
always@(posedge clk) begin
if (NOP == 1)
	begin
		instout = 32'hff000000;
	end
else
	begin
    	instout = inst;
    	pc4out = pc4in;
    	rd1out = rd1;
    	rd2out = rd2;
    	se1out = se1;
    	sl1out = sl1;
	end
end   
endmodule	
module exmemReg(input NOP,
	input clk, input [31:0] inst, input [31:0] pc4in, input [31:0] aluresult, input [31:0] rd2, input [4:0] regDst, input Zero, input [31:0] adder1res,
	output reg [31:0] instout, output reg [31:0] aluresultout, output reg [31:0] rd2out, output reg [31:0] pc4out,
	output reg [4:0] regDstout, output reg Zeroout, output reg [31:0] adder1resout,
	);
initial begin
	instout = 32'hff000000;
end
always@(posedge clk) begin
	if (NOP == 1)
	begin
		instout = 32'hff000000;
	end
	else
	begin
		instout = inst;
		pc4out = pc4in;
		aluresultout = aluresult;
		rd2out = rd2;
		regDstout = regDst;
		Zeroout = Zero;
		adder1resout = adder1res; 
	end
end	 
endmodule
module memwbReg(
	input clk, input [31:0] inst, input [31:0] aluresult, input [31:0] readdata, input [4:0] regDst,
	output reg [31:0] instout, output reg [31:0] aluresultout, output reg [31:0] readdataout,
	output reg [4:0] regDstout,
	);
initial begin
	instout = 32'hff000000;
end
always@(posedge clk) begin
	instout = inst;
	aluresultout = aluresult;
	readdataout = readdata;
	regDstout = regDst;
end	 
endmodule
==> flow/run.sh <==
#!/bin/bash
# OpenROAD 26Q1-2900-gdf79404cd8, Yosys 0.63+post, stock flow scripts
make -C /OpenROAD-flow-scripts/flow DESIGN_CONFIG=/design/flow/config.mk WORK_HOME=/design/flow/orfs finish
==> flow/config.mk <==
export PLATFORM = sky130hd
export DESIGN_NAME = idexReg
export DESIGN_NICKNAME = idexReg
export VERILOG_FILES = /design/flow/design.v
export SDC_FILE = /design/flow/constraint.sdc
export NUM_CORES = 4
export LEC_CHECK = 1
export CORE_UTILIZATION = 30
==> flow/constraint.sdc <==
current_design idexReg

set clk_period 1.0
set clk_io_pct 0.2

create_clock -name clk0 -period $clk_period [get_ports {clk}]

set non_clock_inputs [all_inputs -no_clocks]
set_input_delay [expr $clk_period * $clk_io_pct] -clock clk0 $non_clock_inputs
set_output_delay [expr $clk_period * $clk_io_pct] -clock clk0 [all_outputs]
==> results.toml <==
# synthesis and place-and-route metrics
[worst_setup_path]
cp.required_ns = 0.80
slowest_stage = "edfxtp_1"
crit_chain = "buf_2"
critPathKind = "reg -> out"
cp_top_family = "flip-flops"
critPathMaxFanout = 1
crit_arrival_ns = 0.95
cp.depth = 1
slowest_delay_ns = 0.40
critPathBufInv = 1
crit_start = "rd2out[30]"
critPathCaptureType = "output pin"
endpoint = "rd2out[30]"
start_kind = "register"

[flow_run]
warnings = 28
maxCapViolations = 0

[timing]
max_clock_freq_mhz = 872.3
slew_violations = 0
worst_pin_slew_ns = 0.2796
layout_setup_ws_ns = -0.1464
slew_headroom_pct = 81.36
setup-tns-final_ns = -15.66
period_used_pct = 114.6
min_period_ns = 1.146
finalSetupViolCount = 188
rsz0062_at_grt = "yes"
hold_viol_final = 0

[cts]
post_cts_buffers = 0
cts_tree = "done"
numClockSinks = 188
cts_max_level = 4
cts_made_buffers = 17
clk_path_buf_depth = 2
cts-root-buf = "clkbuf_16"
ctsHoldBuffers = 0
clkTransAtPathRegs_ns = 0.07

[synthesis]
ys_seq_share_pct = 95.94
muxShareOfSynthArea_pct = 0
synth.distinct_cells = 7
ys_cells = 224
yosys_warnings = 1
syn_area_per_cell_sq_um = 24.78
top_cell_area_share_pct = 84.40
synth.comb.largest_family = "simple AND/OR/NAND/NOR gates"
synth_cells = 224
synth.area.top_cells = "edfxtp_1, dfxtp_1, nor2b_1"
xor_share_pct = 0
compound_area_share_pct = 0
ys_chip_area_sq_um = 5550
synth-seq-cells = 188
synthAdderAreaFrac_pct = 0
yosys.area_share.simple_pct = 3.607
syn_area_sq_um = 5550
yosys.area.top_type = "edfxtp_1"

[route]
drc = 0
wire_per_inst_um = 17.06
routed-via-count = 3549
drt-total-wl_um = 14910
drt-pass1-iter-count = 4
viasPerCell = 4.061
drt_iter0_markers = 121
drtAntennaViolNets = 0

[floorplan]
fp_util_pct = 30.79
die_w_um = 138.0
core_sq_um = 18020
io-pin-count = 378
rows = 49
die_h_um = 138.0
chip_area_sq_um = 19050

[place]
place_ws_ns = -0.5296
io_buffers = 377
gp_congestion = 0.8801
place_inst = 841
detailed_place_hpwl_um = 11770

[grt]
gr-usage-all-layers_pct = 16.76
gr-total-overflow = 0
antenna_found_initial = 0
grt_pass1_vias = 3809
grt_max_degree = 33
grt_first_pass_wirelength_um = 22450

[final_layout]
fill_cells = 1513
final_cell_mix = "clkdlybuf4s50_1, buf_2, edfxtp_1"
instances_no_fill = 874
drive_above_1_share_pct = 37.89
register_area_sq_um = 5340
layout.area.comb_sq_um = 200.2
fin_util_pct = 52.92
area_delta_synth_final_pct = 71.87

[status]
status = "finished, violations left"
violations = "negative setup slack"

[power_and_ir_drop]
power.density_nw_per_um2 = 1910
ir_drop_mv = 1.090
leakagePower_nw = 3.785

[min_path]
hp-class = "in -> reg"
## per-layer routing
layer	wire length (um)	GRT usage (%)	part of all wire [%]	up-vias
li1	-	-	-	1661
met1	5175	21.20	35	1637
met2	7544	27.16	51	236
met3	1982	9.036	13	15
met4	206	2.140	1.4	0
met5	0	0	0	-
## stage by stage
| stage | total power [mW] | instance area [sq um] | hold slack [ns] |
|---|---|---|---|
| 6_report | 18.22 | 9539 | 0.3252 |
| 5_1_grt | 18.93 | 9537 | 0.3050 |
| 4_1_cts | 18.47 | 9534 | 0.2991 |
| 3_5_place_dp | 11.48 | 9798 | 0.7578 |
| 3_3_place_gp | 11.48 | 9798 | 0.7563 |
| 2_1_floorplan | 9.444 | 5558 | 0.2716 |
## kinds of logic after synthesis
group / count (synthesis)
AND/OR/NAND/NOR: 32
flip-flops: 188
buffers and inverters: 4
## state kept, by name, indices dropped and copies added (netlist names)
name	count
rd2out	32
instout	32
se1out	32
sl1out	28
pc4out	32
rd1out	32
## area by class of cell
cell class | instances | share of cell area, %
diodes | 1 | 0.02623
clock buffers | 20 | 4.578
clock inverters | 12 | 2.400
inverters | 1 | 0.07870
multi-input cells | 32 | 2.099
flip-flops and latches | 188 | 55.98
well taps | 229 | 3.004
repair buffers | 391 | 31.83
## worst min-delay path by stage
stage / from / cells after the start / endpoint / slack (ns)
6_report: inst[12] / 2 / instout[12] / 0.33
5_1_grt: pc4in[25] / 1 / pc4out[25] / 0.30
4_1_cts: inst[22] / 2 / instout[22] / 0.30
## power breakdown
| part | internal [mW] | switching, mW | total, mW |
|---|---|---|---|
| Combinational | 1.09 | 0.395 | 1.48 |
| Sequential | 9.11 | 0.136 | 9.25 |
| Clock | 4.73 | 2.77 | 7.49 |
| Total | 14.9 | 3.30 | 18.2 |
## synth_stat cells, drive strengths merged
cell,n
inv,1
nor2b,24
edfxtp,156
buf,3
or2,8
dfxtp,32
## what timing repair did
item / 4_1_cts / 5_1_grt
resized: 614 / 2
pin swaps: 0 / 0
endpoints found under the setup margin: 340 / 188
No activity file was given, so power comes from the tool's default toggle rates.
